==> design/flow/design.v <==
`timescale 1ns / 1ps
module LEDflowing(
    input clk,
    output reg [7:0] led
    );
	 reg clk_1hz;
	 reg [24:0] count;
	 always @ (posedge clk)
	 begin
	 if (count < 25'b1_0111_1101_0111_1000_0100_0000)
	 count <= count+1;
	 else
	 begin
	 count <= 0;
	 clk_1hz <= ~clk_1hz;
	 end
	 end
	 always @ (posedge clk_1hz)
	 begin
	 case(led)
	 8'b0000_0000: led<=8'b0000_0001;
	 8'b0000_0001: led<=8'b0000_0011;
	 8'b0000_0011: led<=8'b0000_0111;
	 8'b0000_0111: led<=8'b0000_1111;
	 8'b0000_1111: led<=8'b0001_1111;
	 8'b0001_1111: led<=8'b0011_1111;
	 8'b0011_1111: led<=8'b0111_1111;
	 8'b0111_1111: led<=8'b1111_1111;
	 8'b1111_1111: led<=8'b0000_0001;
	 default: led <=8'b0000_0000;
	 endcase
	 end
endmodule
==> design/flow/run.sh <==
#!/bin/bash
# OpenROAD 26Q1-2900-gdf79404cd8, Yosys 0.63+post, stock flow scripts
make -C /OpenROAD-flow-scripts/flow DESIGN_CONFIG=/design/flow/config.mk WORK_HOME=/design/flow/orfs finish
==> design/flow/config.mk <==
export PLATFORM = sky130hd
export DESIGN_NAME = LEDflowing
export DESIGN_NICKNAME = LEDflowing
export VERILOG_FILES = /design/flow/design.v
export SDC_FILE = /design/flow/constraint.sdc
export NUM_CORES = 4
export LEC_CHECK = 1
export CORE_UTILIZATION = 30
==> design/flow/constraint.sdc <==
current_design LEDflowing

set clk_period 2.8
set clk_io_pct 0.2

create_clock -name clk0 -period $clk_period [get_ports {clk}]

set non_clock_inputs [all_inputs -no_clocks]
set_input_delay [expr $clk_period * $clk_io_pct] -clock clk0 $non_clock_inputs
set_output_delay [expr $clk_period * $clk_io_pct] -clock clk0 [all_outputs]
==> reports/README.md <==
| Group | Metric | This run |
| --- | --- | --- |
| sta | Min cycle time layout | 2.08 ns |
| floorplanning | Chip area | 5350 sq um |
| job | Tool warnings | 25 |
| place | Number of cells after detailed placement | 241 |
| finish | Fill cells | 503 |
| logic synthesis | Multiplexer share of the synthesized area | 0% |
| logic synthesis | Fraction of synthesized cell area in xor and xnor cells | 7.50% |
| routing | Detailed-router iteration count before antenna repair | 4 |
| critical path | Critical path, cell by cell | ha_1 -> nand3_2 -> or3_1 -> or4_1 -> a211oi_2 |
| power and ir drop | Part of the total power dissipated in combinational logic | 0% |
| sta | Endpoints left unconstrained | 16 |
| place | Port Buf Inserts | 8 |
| finish | Logic area | 782 sq um |
| logic synthesis | Max-area cell share | 43.5% |
| global route | Congestion Overflow GR | 0 |
| routing | Routed via count | 1,206 |
| sta | Endpoints failing setup | 0 |
| logic synthesis | Fraction of the mapped netlist area in compound gates | 12.8% |
| logic synthesis | Count of yosys warnings during synthesis | 1 |
| logic synthesis | Fraction of registers with async set or reset after synthesis | 0% |
| clock network | Setup bufs post-CTS | 0 |
| logic synthesis | Post-synthesis area per instance | 8.94 sq um |
| job | Max-capacitance violation count | 0 |
| critical path | Reg-to-reg critical path endpoint | count[20] |
| finish | Share of final-layout standard cells stronger than drive strength 1 | 7.30% |
| routing | WL per Instance | 11.1 um |
| finish | Non-Filler Cell Area, Final | 1730 sq um |
| global route | Total global-route track usage | 12.2% |
| power and ir drop | Power Dens Cells | 351 nW/um^2 |
| global route | First-pass GRT wire length | 5190 um |
| clock network | CTS buffer count | 3 |
| routing | DRC viols | 0 |
| logic synthesis | Synth top area cells | dfxtp_1, xnor2_1, nor3_1, nand3_1, or4_1 |
| critical path | Family of cells with the greatest summed delay on the critical path | simple AND/OR/NAND/NOR gates |
| critical path | Max FO, Critical Path | 9 |
| finish | Layout Area Growth over Synthesis | 14.1% |
| sta | Max-slew headroom | 64.5% |
| floorplanning | Initial Util | 31.7% |
| sta | RSZ-0062 raised after global routing | false |
| sta | Final total negative setup slack | 0 ns |
| floorplanning | Y dimension of the die | 73.2 um |
| floorplanning | Number of primary I/O pins | 9 |
| clock network | Root cell of the clock tree | clkbuf_8 |
| clock network | Maximum level of the CTS H-tree | 1 |
| finish | Area of all sequential standard cells | 691 sq um |
| floorplanning | Core Box Area | 4790 sq um |
| place | DP Area | 1680 sq um |
| logic synthesis | Post-synthesis adder-cell area fraction | 0.824% |
| critical path | Critical Path End Type | flip-flop |
| clock network | CTS tree | yes |
| logic synthesis | Synthesized flop and latch total | 34 |
| routing | 1st-iter DRT viols | 46 |
| logic synthesis | Number of cells in the yosys synthesis report | 170 |
| critical path | Category of the worst setup path launch point | flip-flop |
| global route | Number of global-route vias before repair | 1,174 |
| clock network | CTS resizes | 0 |
| critical path | Logic depth of the worst register-to-register path | 5 |
| clock network | Maximum buffer depth of the clock tree | 2 |
| floorplanning | Number of placement rows | 25 |
| power and ir drop | Clk network pwr share | 38.9% |
| logic synthesis | Register area share after synthesis | 45.5% |
| logic synthesis | Number of enable flip-flop cells | 1 |
| clock network | CTS Hold Bufs | 0 |
| routing | Final WL | 2720 um |
| worst hold path | Path type of the worst min-delay path | reg -> reg |
| sta | Final number of hold-violating endpoints | 0 |
| critical path | Cell with the largest stage delay on the worst path | or4_1 |
| clock network | Clock Latency Late Sink | 0.26 ns |
| sta | Register pins left without a clock | 8 |
| sta | Achievable clock frequency | 480 MHz |
| logic synthesis | Post-synthesis cell count | 170 |
| clock network | Register clock-pin slew on the reported worst setup and hold paths | 0.09 ns |
| critical path | Slowest cell delay on critical path | 0.53 ns |
| logic synthesis | Synth Flop Type | dfxtp_1 |
| critical path | Buffers & Inverters on Critical Path | 0 |
| logic synthesis | Share of synthesized cell area in and, or, nand and nor gates | 30.1% |
| power and ir drop | Net load switching power | 111 uW |
| global route | Initial antenna violation count | 0 |
| power and ir drop | Peak supply drop | 0.000235 V |
| logic synthesis | Largest family of logic cells by area | simple AND/OR/NAND/NOR gates |
| critical path | Arrival time at the worst endpoint | 2.28 ns |
| routing | Routed via count divided by cell count | 4.92 |
| routing | N_diodes | 0 |
| finish | Non-Filler Instances | 245 |
| power and ir drop | Sw Ratio | 18.3% |
| critical path | CP Data Required Time | 3.00 ns |
| global route | Maximum number of pins on one net before global-route repair | 25 |
| routing | Detail Route Antenna Nets | 0 |
| worst hold path | Hold Crit Endpoint | count[23] |
| sta | Number of slew-limit violations in the final report | 0 |
| sta | Slew at the pin closest to its max-slew limit | 0.527 ns |
| critical path | Crit Path Category | reg -> reg |
| power and ir drop | Internal power component | 497 uW |
| worst hold path | Start point of the worst min-delay path | count[24] |
| worst hold path | Instance count along the most critical hold path | 1 |
| sta | Largest clock skew in the final design | 0.00467 ns |
| floorplanning | Die width | 73.2 um |
| power and ir drop | Cell leakage power | 0.000614 uW |
| power and ir drop | Power share of the sequential group | 61.1% |
| place | Final HPWL from detailed placement | 1950 um |
| sta | Post-route fraction of the period consumed by the critical path | 74.3% |
| logic synthesis | Chip area line of the yosys report | 1520 sq um |
| logic synthesis | Library cell with the largest summed area after synthesis | dfxtp_1 |
| critical path | Worst r2r src | count[0] |
| status | Result of the run | completed |
| logic synthesis | Cell area after synthesis | 1520 sq um |
| logic synthesis | Distinct lib cells used | 34 |
| place | Weighted congestion at the end of routability-driven global placement | 0.803 |
| critical path | Reg-to-reg setup timing slack | 0.72 ns |
==> synth_stat cells, types with 2 or more instances <==
cell type	n
or2_2	2
o21ai_0	6
o31ai_1	6
xnor2_1	12
and4_1	2
a211oi_2	2
and2_1	3
nand3_1	11
nand4_1	5
nand2_1	9
inv_1	7
clkbuf_1	5
dfxtp_1	33
nor3_1	18
nor2_1	10
or4_1	7
a211oi_1	6
or3_1	6
nor4_1	3
a21oi_1	3
==> metal layers <==
metal	vias up	GRT usage (%)	share of wire (%)
met5	-	0	0
met4	0	1.74	0.52
met3	2	1.26	2.5
met2	12	20.1	44
met1	548	18.3	53
li1	644	-	-
==> cell usage in the layout, fill, tap and decap left out, types with 2 or more instances in the layout <==
cell,synthesis,layout
inv_1,7,7
a211oi_1,6,6
xnor2_1,12,12
nand3_1,11,11
dfxtp_1,33,33
or3_1,6,6
nor2_1,10,10
nand4_1,5,5
o21ai_0,6,6
buf_4,0,2
or2_2,2,2
nor4_1,3,3
or4_1,7,7
o31ai_1,6,6
a211oi_2,2,2
a21oi_1,3,3
and2_1,3,3
nor3_1,18,18
and4_1,2,2
clkdlybuf4s50_1,0,8
clkbuf_8,0,4
nand2_1,9,9
==> cell families after synthesis <==
group	Yosys count
AND-OR/OR-AND	27
XOR/XNOR	13
adder cells (fa/ha/maj)	1
buffers and inverters	13
flip-flops	34
AND/OR/NAND/NOR	82
==> stage by stage <==
| stage | power [uW] | hold slack, ns | utilization [%] | setup slack, ns |
|---|---|---|---|---|
| 2_1_floorplan | 380 | 0.428 | - | 0.839 |
| 3_3_place_gp | 380 | 0.462 | 35.1 | 0.771 |
| 3_5_place_dp | 380 | 0.461 | 35.1 | 0.743 |
| 4_1_cts | 624 | 0.475 | 36.2 | 0.715 |
| 5_1_grt | 634 | 0.497 | 36.2 | 0.548 |
| 6_report | 608 | 0.483 | 36.2 | 0.719 |
==> worst max path at each step <==
stage / from / to / slack [ns] / depth (start not counted)
5_1_grt: count[0] / count[20] / 0.55 / 5
4_1_cts: count[0] / count[20] / 0.71 / 5
6_report: count[0] / count[20] / 0.72 / 5
==> state kept, by name, summed over array words and instances (netlist names) <==
signal	count
count	25
led	8
clk_1hz	1
==> layout make-up <==
class	instances	area share, %
multi-input cells	123	45.1
flip-flops and latches	34	39.9
repair buffers	10	5.49
well taps	67	4.84
clock buffers	4	3.18
inverters	7	1.52
==> power groups by stage <==
| stage | clock network, uW | registers (uW) | logic, uW |
|---|---|---|---|
| 6_report | 236 | 371 | 0.000308 |
| 5_1_grt | 263 | 371 | 0.000308 |
| 4_1_cts | 252 | 371 | 0.000308 |
Power figures rest on the tool's default switching activity, not on a simulated workload.
